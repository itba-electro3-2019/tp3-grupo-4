==> design/flow/design.v <==
module Moore(clk,rst,I,S,Q_1,Q_0);
    input clk,rst,I,S;
    output Q_1,Q_0;
    wire [1:0] Q,D,E;
    wire Q_T;
    wire S_neg,I_neg,Q_0S_neg,Q_0I_neg,Q_1S_neg,Q_1I_neg,S_negI_neg,Q_0xorQ_1,Eclock;
    wire [1:0] Q_neg;
    wire Q_T_neg;
    not(S_neg,S);
    not(I_neg,I);
    not(Q_neg[0],Q_0);
    not(Q_neg[1],Q_1);
    and(Q_0S_neg,Q_0,S_neg);
    and(Q_0I_neg,Q_0,I_neg);
    and(Q_1S_neg,Q_1,S_neg);
    and(Q_1I_neg,Q_1,I_neg);
    and(S_negI_neg,I_neg,S_neg);
    or(E[1],Q_0S_neg,Q_0I_neg,S_negI_neg);
    or(E[0],Q_1S_neg,Q_1I_neg,S_negI_neg);
    xnor(Q_0xorQ_1,Q_0,Q_1);
    and(Eclock,I,S_neg,Q_0xorQ_1);
    flip_flop_T FF_T(Eclock,rst,I,Q_T);
    not(Q_T_neg,Q_T);
    mux1 mux1_1(Eclock,Q_T,E[1],D[1]);
    mux1 mux1_2(Eclock,Q_T_neg,E[0],D[0]);
    flip_flop_D FFD_0(clk,rst,D[0],Q_0);
    flip_flop_D FFD_1(clk,rst,D[1],Q_1);
endmodule
module flip_flop_D(Clock,Reset,D,Q);
    input D, Clock, Reset;
    output reg Q;
    always @(posedge Reset, posedge Clock)
        if (Reset == 1)
            Q <= 0;
        else
            Q <= D;
endmodule
module flip_flop_T(Clock,Reset,T,Q);
    input T, Clock, Reset;
    output reg Q=0;
    always @(posedge Clock) begin
        if (T)
                Q <= ~Q;
        end
endmodule
module mux1(select,in1,in2,d);
input select,in1,in2;
output reg d;
    always @(in1,in2) begin
        if (select == 1)
            d=in1;
        else
            d=in2;
        end
endmodule
==> design/flow/run.sh <==
#!/bin/bash
# OpenROAD 26Q1-2900-gdf79404cd8, Yosys 0.63+post, stock flow scripts
make -C /OpenROAD-flow-scripts/flow DESIGN_CONFIG=/design/flow/config.mk WORK_HOME=/design/flow/orfs finish
==> design/flow/config.mk <==
export PLATFORM = sky130hd
export DESIGN_NAME = Moore
export DESIGN_NICKNAME = Moore
export VERILOG_FILES = /design/flow/design.v
export SDC_FILE = /design/flow/constraint.sdc
export NUM_CORES = 4
export LEC_CHECK = 1
export CORE_AREA = 10 10 70 70
export DIE_AREA = 0 0 80 80
==> design/flow/constraint.sdc <==
current_design Moore

set clk_period 1.7
set clk_io_pct 0.2

create_clock -name clk0 -period $clk_period [get_ports {clk}]

set non_clock_inputs [all_inputs -no_clocks]
set_input_delay [expr $clk_period * $clk_io_pct] -clock clk0 $non_clock_inputs
set_output_delay [expr $clk_period * $clk_io_pct] -clock clk0 [all_outputs]
==> job_summary.md <==
## Implementation flow summary

| Metric | Value |
|---|---|
| Outcome | `finished, final reports clean` |
| Startpoint types | `register` |
| Port bufs | `5` |
| Slowest stage delay, CP | `between 500 and 600 ps` |
| Rel. slew slack | `about nine tenths` |
| Routed WL per cell | `6.456 um` |
| Register pins left without a clock | `1` |
| Post-CTS Setup Repair Bufs | `0` |
| FP Core Util | `around 5%` |
| DP HPWL | `361.2 um` |
| Max_cap viols | `0` |
| Vias in the first global route | `around 140` |
| Max Slew Vio Count | `0` |
| Clock Pin Slew Worst Setup and Hold Paths | `~30 ps` |
| Layout cell share with drive strength beyond 1 | `between 20% and 30%` |
| Hold/Removal Path Class | `in2async` |
| Die area | `around 0.0064 mm2` |
| Via count | `roughly 120` |
| Delay-heaviest family, CP | `buffers and inverters` |
| Fmax | `about 660 MHz` |
| Met2 routed WL | `about 150 um` |
| Die width | `~80 um` |
| GRT Util Overall | `roughly 1.6%` |
| Hold Vio Cnt, Final | `0` |
| Crit Path Category | `reg2out` |
| Min Tclk post-route | `1505 ps` |
| Final worst slack | `around 200 ps` |
| Crit path DAT | `between 1000 and 1500 ps` |
| Clk latency of the worst-skew pair | `roughly 230 ps` |
| Worst R2R Setup Slack | `between 700 and 800 ps` |
| Gpl congestion | `a little over 0.6` |
| Met1 Routed Length | `195 um` |
| CP endpoint kind | `output port` |
| DRC | `0` |
| Post-Place Cell Area | `between 200 and 300 um2` |
| Min Hold Slack | `approximately 270 ps` |
| Fin area | `roughly 300 um2` |
| Synthesized flop and latch total | `3` |
| Met3 WL | `approximately 95 um` |
| Yosys chip area | `167.7 um2` |
| Max clock buf depth | `2` |
| Main flop type after synthesis | `dfrtp_1` |
| CTS-repair resized insts | `0` |
| Flip-flops with a built-in enable | `1` |
| Post-synth top cells | `3 x inv_1, 2 x dfrtp_1, 2 x nor2_1` |
| First-pass GRT wire length | `~730 um` |
| Final WL | `about 440 um` |
| Final Setup Violations | `0` |
| Worst endpoint required time | `between 1000 and 1500 ps` |
| Critical path buffers and inverters | `1` |
| Top cell type's share of synthesized area | `between 20% and 30%` |
| P_leak | `~0.11 nW` |
| Asr flop ratio synth | `between 60% and 70%` |
| PwrDens | `between 700 and 800 mW/mm2` |
| Tool warnings | `25` |
| Pre-CTS setup slack | `about 380 ps` |
| Max FO, Critical Path | `4` |
| Reg-to-Reg Start | `FFD_1.Q` |
| Final antenna-violating net count | `0` |
| Yosys cell types | `10` |
| H-tree depth | `1` |
| Drt pass-1 iters | `2` |
| Die Ht | `~80 um` |
| Critical Path, Cell by Cell | `clkdlybuf4s50_1` |
| Tcrit/Tclk final | `between 80% and 90%` |
| # Cells Yosys | `14` |
| Post-Synthesis Cells | `14` |
| Number of unconstrained endpoints | `2` |
| R2R depth | `3` |
| Syn avg cell area | `11.98 um2` |
| Number of core rows | `21` |
| Synth warn | `3` |
| Cell area after synthesis | `167.7 um2` |
| Yosys top cell by instances | `inv_1` |
| Seq/Total Area, Yosys | `47.76%` |
| Cts hold-fix bufs | `0` |
| CORE AREA | `0.003416 mm2` |
| Yosys top cell by area | `dfrtp_1` |
| Num ports | `6` |
| Highest metal used | `met3` |
| Ant. Diodes | `0` |
| Initial antenna violation count | `0` |
| CTS tree | `done` |
| Total Negative Setup Slacks | `0 ps` |
| Cell area leaders | `dfrtp_1 30%, edfxtp_1 18%, nor4bb_4 15%, nor2b_4 8.2%, inv_1 6.7%` |
| Largest net degree at the start of global routing | `5` |
| Iteration-0 DRC Markers | `6` |
| Critical Path Slowest Stage Cell | `clkdlybuf4s50_1` |
| Grt ovf | `0` |
| RSZ-0062 raised after global routing | `no` |
| Layout Skew | `approximately 4.7 ps` |
| Crit Reg-Reg Endpoint | `FFD_0.Q` |
| Worst VDD drop | `roughly 0.00015 V` |
| Clock root buffer | `clkbuf_4` |
| Actual slew at the worst max-slew pin | `approximately 170 ps` |
| P&R area growth vs syn | `77.61%` |
| CTS Buf Count | `3` |
| Via/cell ratio | `1.824` |
[through the flow]
step / util, % / total power (W) / std cells
5_1_grt: 8.718 / 0.0002430 / 68
3_3_place_gp: 8.059 / 0.0001138 / 65
6_report: 8.718 / 0.0002209 / 68
4_1_cts: 8.718 / 0.0002311 / 68
3_5_place_dp: 8.059 / 0.0001160 / 65
2_1_floorplan: - / 0.00008968 / 14
[layout by cell type (no fill, tap or decap)]
cell type        instances
clkbuf_4                 3
clkdlybuf4s50_1          5
dfrtp_1                  2
edfxtp_1                 1
inv_1                    3
nand2b_1                 1
nor2_1                   2
nor2b_4                  1
nor4bb_4                 1
o21ai_2                  1
o22ai_1                  1
o2bb2ai_1                1
[how the worst max path moves through the flow]
stage,start,end,slack (ps),cells after the start
6_report,FFD_1.Q,Q_1,200,1
5_1_grt,FFD_1.Q,Q_1,120,1
4_1_cts,FFD_1.Q,Q_1,160,1
[power by group]
group / internal, W / total [W] / switching [W] / leakage (nW)
sequential: 0.0000571 / 0.0000649 / 0.00000777 / 0.0326
clock: 0.0000780 / 0.000107 / 0.0000286 / 0.0138
combinational: 0.0000325 / 0.0000494 / 0.0000170 / 0.0661
[kinds of logic (layout without fill, tap and decap cells)]
kind of cell,after synthesis,count (layout),share of synthesized area [%]
AND-OR/OR-AND,3,3,14.18
buffers and inverters,3,11,6.716
AND/OR/NAND/NOR,5,5,31.34
flip-flops,3,3,47.76
[flip-flops by register name, indices dropped and copies added, names as in the netlist]
name     cells
FFD_0.Q      1
FF_T.Q       1
FFD_1.Q      1
[per-layer routing]
metal | global-route usage, % | vias to the layer above
met5 | 0 | -
met2 | 1.605 | 5
li1 | - | 64
met4 | 0.7042 | 0
met3 | 2.500 | 0
met1 | 1.601 | 55
[final cells by class]
class | count | area [um2]
inverters | 3 | 11.26
multi-input cells | 8 | 76.32
clock buffers | 3 | 22.52
well taps | 46 | 57.56
fillers | 397 | 3118
repair buffers | 5 | 50.05
flip-flops and latches | 3 | 80.08
Power figures rest on the tool's default switching activity, not on a simulated workload.
